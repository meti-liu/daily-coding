[flow/config.mk]
export PLATFORM = sky130hd
export DESIGN_NAME = ctrl
export DESIGN_NICKNAME = ctrl
export VERILOG_FILES = /design/flow/design.v
export SDC_FILE = /design/flow/constraint.sdc
export NUM_CORES = 4
export LEC_CHECK = 1
export CORE_AREA = 10 10 70 70
export DIE_AREA = 0 0 80 80
[flow/constraint.sdc]
current_design ctrl

set clk_period 2.1
set clk_io_pct 0.2

create_clock -name clk0 -period $clk_period

set non_clock_inputs [all_inputs -no_clocks]
set_input_delay [expr $clk_period * $clk_io_pct] -clock clk0 $non_clock_inputs
set_output_delay [expr $clk_period * $clk_io_pct] -clock clk0 [all_outputs]
[flow/design.v]
module ctrl(
    input [6:0] Op,
    input [6:0] Funct7,
    input [2:0] Funct3,
    input Zero,
    output RegWrite,
    output MemWrite,
    output [5:0] EXTOp,
    output [2:0] NPCOp,
    output [4:0] ALUOp,
    output ALUSrc,
    output [2:0] DMType,
    output [1:0] WDSel
);
    wire rtype = (Op == 7'b0110011);
    wire itype_l = (Op == 7'b0000011);
    wire itype_r = (Op == 7'b0010011);
    wire stype = (Op == 7'b0100011);
    wire sbtype = (Op == 7'b1100011);
    wire i_jal = (Op == 7'b1101111);
    wire i_jalr = (Op == 7'b1100111) & (Funct3 == 3'b000);
    wire i_beq = sbtype & (Funct3 == 3'b000);
    wire i_bne = sbtype & (Funct3 == 3'b001);
    wire i_blt = sbtype & (Funct3 == 3'b100);
    wire i_bge = sbtype & (Funct3 == 3'b101);
    wire i_bltu = sbtype & (Funct3 == 3'b110);
    wire i_bgeu = sbtype & (Funct3 == 3'b111);
    wire i_sll = rtype & (Funct3 == 3'b001) & (Funct7 == 7'b0000000);
    wire i_srl = rtype & (Funct3 == 3'b101) & (Funct7 == 7'b0000000);
    wire i_sra = rtype & (Funct3 == 3'b101) & (Funct7 == 7'b0100000);
    assign RegWrite = rtype | itype_r | itype_l | i_jal | i_jalr;
    assign MemWrite = stype;
    assign ALUSrc = itype_r | stype | itype_l | i_jalr;
    assign NPCOp = {i_jalr, i_jal, (sbtype & Zero)};
    assign WDSel = {i_jal | i_jalr, itype_l};
    assign ALUOp[0] = i_add | i_addi | stype | i_sll | i_srl | i_sra;
    assign ALUOp[1] = i_add | i_addi | i_slt | i_slti | i_sll | i_sra;
    assign ALUOp[2] = i_slt | i_blt | i_srl | i_sra;
    assign ALUOp[3] = i_slt;
    assign ALUOp[4] = i_slti;
    assign EXTOp = {i_jalr, i_jal, sbtype, stype, itype_l | itype_r};
    assign DMType = (itype_l & Funct3 == 3'b100) ? 3'b100 : 3'b000;
endmodule
[flow/run.sh]
#!/bin/bash
# OpenROAD 26Q1-2900-gdf79404cd8, Yosys 0.63+post, stock flow scripts
make -C /OpenROAD-flow-scripts/flow DESIGN_CONFIG=/design/flow/config.mk WORK_HOME=/design/flow/orfs finish
==> qor.yml <==
setup_path:
  critPathMaxFanout: 5
  worst_path_max_delay_cell: "clkdlybuf4s50_1"
  cp.arrival_ns: 1.66
  required_ns: 1.68
  path_cells: "buf_4 > nand3b_1 > buf_4 > nor3_2 > clkdlybuf4s50_1"
  cpPeakStageDelay_ns: 0.50
  crit_path_end_kind: "output port"
  cp-start-kind: "input pin"
  crit_path_frequent_cell: "buf_4"
  critPathKind: "in -> out"
routing:
  antennaDiodeCount: 0
  drt_first_pass_iters: 4
  drt_iter0_drc: 24
  routed_wl_um: 1280
  routed_via_density: 3.05
  wl_per_cell_um: 11.2
  vias: 348
  post-route-drc-count: 0
  ant_nets: 0
final_timing:
  timing.final.crit_period_ns: 2.08
  hold_slack_ns: 1.22
  period_used_share: 0.992
  rsz0062_at_grt: "true"
  max_freq_mhz: 480
  slew_viol_final: 0
  setup_viol: 0
  final-hold-violation-count: 0
global_routing:
  grt_start_max_net_pins: 6
  globalRouteOverflowTotal: 0
  antenna_found_initial: 0
  grt_first_pass_wirelength_um: 1810
  grt_usage: 0.0344
  first_global_vias: 349
logic_synthesis:
  topCellsByArea: "buf_4 (41%), and2_1 (9.2%), nor3_2 (7.3%)"
  netlist.top_cell.by_area: "buf_4"
  ys_cells: 39
  top_area_frac: 0.413
  syn_inst: 39
  ys_area_sq_um: 273
  yosysSeqAreaShare: 0
  ys_warn_count: 8
  syn_area_sq_um: 273
  synth.distinct_cells: 16
  syn_avg_cell_area_sq_um: 6.99
final_layout:
  ff_count: 0
  regArea_sq_um: 0
  final_cell_count_no_fill: 114
  lay_top_cells: "buf_4 (13), conb_1 (8), dlygate4sd2_1 (7), buf_2 (6), clkdlybuf4s50_1 (4)"
  logic_area_sq_um: 234
  area_delta_synth_final_pct: 125
  drive_above_1_share: 0.529
  mostFrequentLayoutCell: "buf_4"
  fillers: 386
  nClkBuffers: 0
floorplanning:
  io_pins: 40
  core_sq_um: 3420
  die_area_sq_um: 6400
  die_h_um: 80
  fp_util: 0.0799
  rows: 21
  die_x_um: 80
power_and_ir_drop:
  p_leak_nw: 0.308
  p_sw_frac: 0.454
  p_sw_uw: 24.6
  p_clk_frac: 0
  peakVddDrop_mv: 0.0128
  sequentialPowerShare: 0
  p_comb_frac: 1.000
  power_uw: 54.1
  power_density_nw_per_um2: 88.0
  power.internal_uw: 29.5
run:
  max_cap_violations: 0
  log.warning_count: 40
placement:
  dp_cells: 105
  gp_congestion: 0.828
  dpl.hpwl_um: 975
  port-buffer-count: 25
min_path:
  holdCritPathClass: "in -> out"
run_status:
  outcome: "finished, final reports clean"
==> layer usage <==
layer,GRT usage,vias to the layer above,part of all wire
met5,0,-,0
met4,0,0,0
met3,0.00909,0,0.096
met2,0.0698,15,0.53
met1,0.0356,164,0.37
li1,-,169,-
==> power groups by stage <==
stage / Sequential, mW / Combinational, mW / Clock (mW)
final: 0 / 0.0541 / 0
after global routing: 0 / 0.0586 / 0
after CTS: 0 / 0.0491 / 0
==> critical path, delay by kind of cell <==
| family | cells | cell delay [ns] |
|---|---|---|
| AND/OR/NAND/NOR | 2 | 0.42 |
| buffers and inverters | 3 | 0.82 |
==> area by class of cell <==
| class | count | area share |
|---|---|---|
| Tap cell | 46 | 0.0937 |
| Multi-Input combinational cell | 29 | 0.381 |
| Timing Repair Buffer | 39 | 0.525 |
==> cell usage after synthesis, drive strengths merged <==
cell / n
nand3: 1
nor2: 3
or4b: 1
and2: 4
nor3: 3
nand2: 1
or4: 1
buf: 16
o2bb2ai: 1
o32ai: 1
nand3b: 1
nor4: 2
conb: 2
nor2b: 2
==> stage by stage <==
step | setup TNS, ns | area [sq um] | utilization | worst slack [ns]
final | 0 | 614 | 0.180 | 0.0173
after global routing | -0.0130 | 614 | 0.180 | -0.00740
after CTS | 0 | 581 | 0.170 | 0.000883
after detailed placement | -5.47 | 517 | 0.151 | -0.445
after global placement | -5.43 | 517 | 0.151 | -0.458
after floorplan | 0 | 295 | - | 0.416
==> cells by family (layout without fill, tap and decap cells) <==
group                  after synthesis  in the layout  share of synthesized area
AND/OR/NAND/NOR                     19             19                      0.454
buffers and inverters               16             39                      0.454
AND-OR/OR-AND                        2              2                     0.0642
other                                2              8                     0.0275
==> final timing paths <==
kind,end,cells past startpoint,start,slack (ns)
max,WDSel[1],5,Op[4],0.02
min,DMType[2],4,Op[4],1.22
==> timing repair <==
action,4_1_cts,5_1_grt
pin swaps,10,5
hold buffers,0,0
hold endpoints to repair,0,0
endpoints found under the setup margin,14,10
gates resized,52,10
buffers inserted,8,1
No activity file was given, so power comes from the tool's default toggle rates.
